**config.mk**
```make
export PLATFORM = sky130hd
export DESIGN_NAME = TimeStampModule
export DESIGN_NICKNAME = TimeStampModule
export VERILOG_FILES = /design/flow/design.v
export SDC_FILE = /design/flow/constraint.sdc
export NUM_CORES = 4
export LEC_CHECK = 1
export CORE_UTILIZATION = 50
```
**constraint.sdc**
```tcl
current_design TimeStampModule

set clk_period 6.7
set clk_io_pct 0.2

create_clock -name clk0 -period $clk_period [get_ports {clk}]

set non_clock_inputs [all_inputs -no_clocks]
set_input_delay [expr $clk_period * $clk_io_pct] -clock clk0 $non_clock_inputs
set_output_delay [expr $clk_period * $clk_io_pct] -clock clk0 [all_outputs]
```
**design.v**
```verilog
module TimeStampModule(
    input   clk,
    input   rst,
        input   p_sig_10MHz_i,
        input   p_sig_pps_i,
        output [3:0]    acqurate_stamp_o,
        output [11:0]   millisecond_stamp_o,
        output [31:0]   second_stamp_o
    );
            reg [11:0]  divider_10khz_r;     
            reg         sig_10KHz_r;         
            reg [3:0]   divider_1khz_r;      
            reg [11:0]  divider_1hz_r;       
            reg [31:0]  second_cnt_r;      
            reg [2:0]   shift_10MHz_r;       
            reg [2:0]   shift_pps_r;         
            wire    rising_edge_sig_10MHz_w;
            wire    rising_edge_sig_pps_w;
            wire    sig_10KHz_w;
            wire    sig_1KHz_w;
            wire    sig_1Hz_w;
            parameter   PERIOD_10KHZ            = 12'd999; 
            parameter   PERIOD_1KHZ             = 4'd9;
            parameter   PERIOD_1HZ              = 12'd999;
            assign acqurate_stamp_o         = divider_1khz_r;
            assign millisecond_stamp_o      = divider_1hz_r;
            assign second_stamp_o           = second_cnt_r;
            assign rising_edge_sig_10MHz_w  = !shift_10MHz_r[2] & shift_10MHz_r[1];
            assign rising_edge_sig_pps_w    = !shift_pps_r[2] & shift_pps_r[1];
            assign sig_10KHz_w  = (divider_10khz_r == PERIOD_10KHZ) & (rising_edge_sig_10MHz_w == 1'b1);
            assign sig_1KHz_w   = (divider_1khz_r == PERIOD_1KHZ) & (sig_10KHz_r == 1'b1);
            assign sig_1Hz_w    = (divider_1hz_r == PERIOD_1HZ) & (sig_10KHz_r == 1'b1);
        always @(posedge clk or negedge rst) begin
            if (!rst) begin
                shift_10MHz_r   <= 3'b000;
                shift_pps_r     <= 3'b000;        
            end
            else begin
                shift_10MHz_r   <= {shift_10MHz_r[1:0], p_sig_10MHz_i};
                shift_pps_r     <= {shift_pps_r[1:0], p_sig_pps_i};
            end
        end
        always @(posedge clk or negedge rst) begin
            if (!rst) begin
                divider_10khz_r   <= 12'd0;
            end
            else if (rising_edge_sig_10MHz_w == 1'b1) begin
                if (divider_10khz_r == PERIOD_10KHZ) begin
                    divider_10khz_r <= 12'd0;
                end
                else begin
                    divider_10khz_r <= divider_10khz_r + 1'b1;
                end
            end
            else if (rising_edge_sig_pps_w == 1'b1) begin
                divider_10khz_r <= 12'd0;
            end
            else begin
                divider_10khz_r <= divider_10khz_r;
            end
        end
        always @(posedge clk or negedge rst) begin
            if (!rst) begin
                sig_10KHz_r <= 1'b0;
            end
            else begin
                sig_10KHz_r <= sig_10KHz_w;
            end
        end
        always @(posedge clk or negedge rst) begin
            if (!rst) begin
                divider_1khz_r    <= 4'd0;                
            end
            else if (sig_10KHz_r == 1'b1) begin
                if (divider_1khz_r == PERIOD_1KHZ) begin
                    divider_1khz_r <= 4'd0;
                end
                else begin
                    divider_1khz_r <= divider_1khz_r + 1'b1;
                end
            end
            else if (rising_edge_sig_pps_w == 1'b1) begin
                divider_1khz_r <= 4'd0;
            end
            else begin
                divider_1khz_r <= divider_1khz_r;
            end
        end
        always @(posedge clk or negedge rst) begin
            if (!rst) begin
                divider_1hz_r <= 12'h000;                
            end
            else if (sig_1KHz_w == 1'b1) begin
                if (divider_1hz_r == PERIOD_1HZ) begin
                    divider_1hz_r <= 12'd0;
                end
                else begin
                    divider_1hz_r <= divider_1hz_r + 1'b1;
                end
            end
            else if (rising_edge_sig_pps_w == 1'b1) begin
                divider_1hz_r <= 12'd0;
            end
            else begin
                divider_1hz_r <= divider_1hz_r;
            end
        end
        always @(posedge clk or negedge rst) begin
            if (!rst) begin
                second_cnt_r <= 32'd0;                
            end
            else if (sig_1Hz_w == 1'b1) begin
                second_cnt_r <= second_cnt_r + 1'b1;
            end
        end
endmodule
```
**run.sh**
```bash
#!/bin/bash
# OpenROAD 26Q1-2900-gdf79404cd8, Yosys 0.63+post, stock flow scripts
make -C /OpenROAD-flow-scripts/flow DESIGN_CONFIG=/design/flow/config.mk WORK_HOME=/design/flow/orfs finish
```
==> out/qor.txt <==
Run status = finished clean
Via-to-Cell Ratio = 5.469
Antenna Cells = 0
DRT iter0 DRCs = 95
Sw Ratio = 21.89%
Internal power = 637.2 uW
Cell area after synthesis = 0.003219 mm2
Hold slack = 0.3487 ns
Routed Wire Length = 6.222 mm
Worst path slowest cell = clkdlybuf4s50_1
Fin cells = 456
Delay-heaviest family, CP = buffers and inverters
Clock root buffer = clkbuf_8
Max-area cell share = 52.08%
Flops out of synthesis = 67
Largest net degree at the start of global routing = 50
WP buf/inv = 1
Fin Setup TNS = 0 ns
Detailed Place HPWL = 4.297 mm
Main area contributors = dfrtp_1 (52%), xor2_1 (5.2%), o21ai_0 (5.1%)
Ports = 52
Logic gate share of total power = 3.2%
H-tree depth = 3
Switching power = 178.6 uW
Chip area = 0.006763 mm2
Period utilization = 40.38%
Crit path time final = 2.706 ns
Die Y = 82.24 um
Placed insts = 440
Cell type with the largest total area = dfrtp_1
Initial antenna violation count = 0
Crit end category = output pin
Total Routing Usage GR = 21.26%
Maxcap violations = 0
Sequential power share = 51.0%
Area reported by Yosys stat = 0.003219 mm2
Worst slew pin tran = 0.6408 ns
Cells after Synth = 317
Top FF cell, synth = dfrtp_1
Cell Type Count = 40
Fin. Hold Viols = 0
Finish-stage setup viols = 0
Crit path DAT = 1.37 ns
Critical Path Fanout Max = 6
Logic area = 0.001469 mm2
Fp_density = 53.12%
Antenna Nets Post-Route = 0
Slew margin rel. = 56.95%
Leak Pwr = 0.001737 uW
Drt pass-1 iters = 4
RSZ-0062 raised after global routing = false
Number of warnings in the stage logs = 28
Kind of critical path = flop to output pin
Layout cells sized above 1 = 10.50%
Clock power share = 45.8%
Async SR Flop Fraction = 100.0%
PwrDens = 202.2 mW/mm2
Hold Buf Count CTS = 0
Num CTS Buffers = 9
Fmax = 369.6 MHz
CP max stage delay = 0.54 ns
EDFF count, synth = 0
Number of fill cells in the layout = 468
Critical Path Source = second_cnt_r[0]
Die width = 82.24 um
Worst skew pair latency = 0.34 ns
Sink Count = 67
Yosys stat cell total = 317
CTS tree = yes
CP startpoint kind = flop
Vias = 2494
Commonest cells in the netlist = dfrtp_1 (67), nand2_1 (36), o21ai_0 (33)
Count leader, synth = dfrtp_1
Seq/Total Area, Yosys = 52.08%
Peak supply drop = 166.6 uV
CP Cell Sequence = clkdlybuf4s50_1
Site row count = 28
Yosys warns = 1
Gp weighted congestion = 0.9128
First-pass GRT wire length = 10.58 mm
# resized after CTS = 0
Layout overhead on the synthesized area = 25.34%
Req. time, crit path = 5.36 ns
Clock skew = 0.009134 ns
Total gr overflow = 0
DRC Markers = 0
Clock tree buffer depth = 2
Final max-slew violation count = 0
Register Area = 0.001677 mm2
Min-delay src = shift_10MHz_r[0]
Number of setup buffers added after CTS = 0
Avg Inst Size Synth = 10.16 um2
Post-DR wirelength/cell = 13.64 um
Core footprint = 0.006061 mm2
Clock transition at path regs = 0.07 ns
Hold Crit Class = flop to flop
RR Startpoint = divider_1hz_r[4]
Port Buffer Count = 51
Vias in the first global route = 2298
-- layout by cell type (no fill, tap or decap), types with 2 or more instances in the layout --
master	instances
xnor2_1	12
inv_1	11
o31ai_1	4
xor2_1	19
a21oi_1	5
nor4_1	3
and4_1	2
and2_1	2
nand3_1	17
nor2_1	22
a31oi_1	12
nand4_2	2
o21ai_0	33
nand4_1	13
nor2b_1	3
clkinvlp_4	2
nor3_1	10
clkbuf_8	10
nor4_2	3
nand2_1	36
ha_1	6
dfrtp_1	67
a22o_1	2
nor3_2	5
or2_2	6
clkdlybuf4s50_1	50
bufinv_16	2
buf_4	3
and3_1	3
-- routing by layer --
metal / global-route usage (%) / routed length (um) / share of wire [%] / up-vias
met2: 33.31 / 2787 / 45 / 62
li1: - / - / - / 1251
met5: 0 / 0 / 0 / -
met1: 32.68 / 3044 / 49 / 1174
met4: 2.105 / 70 / 1.1 / 0
met3: 5.017 / 319 / 5.1 / 7
-- final cells by class --
cell class / instances / area share, %
Timing Repair Buffer: 54 / 13.09
Inverter: 11 / 1.023
Clock buffer: 10 / 3.411
Tap cell: 75 / 2.326
Sequential cell: 67 / 41.55
Clock inverter: 6 / 2.202
Multi-Input combinational cell: 233 / 36.40
-- per-stage QoR --
step | setup slack (ns) | utilization, % | power [uW] | area, um2
after floorplan | 4.537 | - | 435.6 | 3219
after global placement | 4.323 | 62.84 | 449.5 | 3809
after detailed placement | 4.282 | 62.84 | 450.4 | 3809
after CTS | 3.977 | 66.58 | 827.8 | 4035
after global routing | 3.931 | 66.58 | 851.4 | 4035
final | 3.994 | 66.58 | 815.8 | 4035
-- power groups by stage --
stage / sequential [uW] / combinational [uW] / clock (uW)
4_1_cts: 416 / 27.2 / 385
5_1_grt: 416 / 30.8 / 404
6_report: 416 / 26.5 / 373
-- path summary, 6_finish.rpt --
path,end,slack [ns],cells after the start
max in group asynchronous,divider_1khz_r[3],4.82,2
setup reg to reg,second_cnt_r[13],4.27,5
min in group asynchronous,second_cnt_r[12],0.92,1
hold reg to reg,shift_10MHz_r[1],0.35,0
hold / removal,shift_10MHz_r[1],0.35,0
setup / recovery,second_stamp_o[0],3.99,1
-- registers in the layout (all words and copies together) (netlist names) --
signal           count
shift_10MHz_r        3
sig_10KHz_r          1
shift_pps_r          3
divider_1khz_r       4
divider_1hz_r       12
second_cnt_r        32
divider_10khz_r     12
-- cell families after synthesis --
logic type / share of synthesized area [%]
AOI/OAI and AO/OA: 10.22
xor gates and xnor gates: 8.434
adders and majority gates: 2.332
buffers and inverters: 2.293
DFF: 52.08
muxes: 0.6607
and+or+nand+nor: 23.98
No activity file was given, so power comes from the tool's default toggle rates.
